File: design/flow/run.sh
#!/bin/bash
# OpenROAD 26Q1-2900-gdf79404cd8, Yosys 0.63+post, stock flow scripts
make -C /OpenROAD-flow-scripts/flow DESIGN_CONFIG=/design/flow/config.mk WORK_HOME=/design/flow/orfs finish
File: design/flow/config.mk
export PLATFORM = sky130hd
export DESIGN_NAME = Registers
export DESIGN_NICKNAME = Registers
export VERILOG_FILES = /design/flow/design.v
export SDC_FILE = /design/flow/constraint.sdc
export NUM_CORES = 4
export LEC_CHECK = 1
export CORE_UTILIZATION = 30
File: design/flow/constraint.sdc
current_design Registers

set clk_period 7.7
set clk_io_pct 0.2

create_clock -name clk0 -period $clk_period [get_ports {clk}]

set non_clock_inputs [all_inputs -no_clocks]
set_input_delay [expr $clk_period * $clk_io_pct] -clock clk0 $non_clock_inputs
set_output_delay [expr $clk_period * $clk_io_pct] -clock clk0 [all_outputs]
File: design/flow/design.v
`timescale 1ns / 1ps
`default_nettype none
module Registers #(
    parameter ADDR_WIDTH = 5,
    parameter WIDTH = 32
) (
    input wire clk,
    input wire [ADDR_WIDTH-1:0] rs1,
    input wire [ADDR_WIDTH-1:0] rs2,
    input wire [ADDR_WIDTH-1:0] rd,
    input wire [WIDTH-1:0] rd_wd,   
    input wire rd_we,
    output wire [WIDTH-1:0] rd1,   
    output wire [WIDTH-1:0] rd2,   
    input wire [ADDR_WIDTH-1:0] ra3,   
    input wire [WIDTH-1:0] wd3,   
    input wire we3
);
  reg signed [WIDTH-1:0] mem[0:2**ADDR_WIDTH-1];
  assign rd1 = rs1 == 0 ? 0 : mem[rs1];
  assign rd2 = rs2 == 0 ? 0 : mem[rs2];
  integer i;
  initial begin
    for (i = 0; i < 2 ** ADDR_WIDTH; i = i + 1) begin
      mem[i] = {WIDTH{1'b0}};
    end
  end
  always @(posedge clk) begin
    if (we3) mem[ra3] <= wd3;
    if (rd_we) mem[rd] <= rd_wd;
  end
endmodule
`default_nettype wire
==> CHANGELOG.md <==
### Implementation results

- Hold WS: 1.80 ns
- Sequential cell area fraction in the yosys report: 50.6%
- Syn-to-layout area delta: 14.2%
- Largest register FFs: 1024
- Pleak: 22.0 nW
- Synth flops: 1024
- Commonest cells in the netlist: 1024 x edfxtp_1, 938 x mux2_2, 448 x mux4_2
- Total track usage: 24.4%
- Synth Warn #: 1
- Worst-path clk slew: 0.06 ns
- Vias in the first global route: 41571
- Post-CTS Hold Buffers: 0
- Post-CTS sizing: 0
- RSZ-0062 raised after global routing: false
- Met2 wire len: 109000 um
- Worst Path Max Fanout: 16
- Setup TNS: 0 ns
- Grt ovf: 0
- Mapped Cells: 3767
- Biggest register: mem
- OpenROAD warnings: 26
- WL met1: 74800 um
- Pre-CTS setup slack: 1.20 ns
- Vias: 38925
- CP Capture Type: output port
- Starting density of the core: 30.3%
- Placed instance area: 0.0656 mm2
- Post-synthesis area per instance: 16.1 um2
- Pre-antenna DRT Iters: 5
- Yosys cell types: 40
- Detailed-placement wirelength estimate: 139000 um
- Final period util: 85.3%
- Remaining DRCs: 0
- Max Freq: 152 MHz
- Worst hold path type: in -> reg
- Core area: 0.201 mm2
- Period minus WS final: 6.57 ns
- Buffers inserted by post-CTS timing repair: 0
- Root Driver: clkbuf_16
- Share of cells above drive strength 1: 48.7%
- GPL Wtd Cong: 0.924
- Top flop regs: mem (1024)
- Top Ports: 151
- First-pass GRT wire length: 328000 um
- Commonest flop: edfxtp_1
- Critical path type: in -> out
- Filler Cell Count: 18950
- Hold depth: 3
- # port buffers: 150
- Relative slew margins: 32.2%
- Ys cells: 3767
- Chip Area, Yosys: 0.0608 mm2
- Flop area: 0.0307 mm2
- Top Layer Used: met5
- Async S/R FF share, synth: 0%
- Vias per Instance: 5.95
- Pin count of the biggest net entering global routing: 82
- Final ANT Viol Nets: 0
- Routed wire per std cell: 36.1 um
- Chip height: 452 um
- Post-synth area hogs: edfxtp_1 51%, mux2_2 17%, mux4_2 17%
- Top-area cell share: 50.6%
- Die X: 452 um
- Max Cap Viol: 0
- Crit path DAT: 5.03 ns
- # H-tree levels: 3
- Post-route cell area: 0.0694 mm2
- CTS tree: yes
- Post-synth EDFFs: 1024
- Placed Cells: 6319
- Post-route setup slack: 1.13 ns
- Most numerous cell in the Yosys netlist: edfxtp_1
- Rows: 164
- Final setup violation count: 0
- Worst slew pin tran: 1.01 ns
- Antenna violations before repair: 11
- Clock sinks: 1024
- Final Instance Count excl. Fillers: 6544
- Initial DRC count: 2856
- Met3 wire len: 37900 um
- CP Data Required Time: 6.16 ns
- TritonCTS buffer count: 116
- Total Wirelength: 236000 um
- Cell taking the most area after synthesis: edfxtp_1
- Maximum VDD drop: 0.195 mV
- CTS Buffer Depth: 3
- Startpoint types: primary input
- Mapped Area: 0.0608 mm2
- Comb gate area: 0.0281 mm2
- Outcome: finished clean
- Final Max Slew Viols: 0
- Fin. Hold Viols: 0
- DIE AREA: 0.205 mm2
- PD cells: 198 mW/mm2
## final cells by class
type | instances | area share [%]
Antenna cell | 6 | 0.0216
Clock buffer | 144 | 4.33
Clock inverter | 75 | 1.12
Inverter | 2 | 0.0180
Multi-Input combinational cell | 2242 | 40.5
Sequential cell | 1024 | 44.3
Tap cell | 2656 | 4.79
Timing Repair Buffer | 395 | 4.96
## power breakdown
part,internal [mW],switching (mW)
sequential,6.28,0.0535
clock,3.21,2.42
combinational,0.795,0.977
## worst paths after layout
kind | from | to | slack, ns
setup / recovery | rs2[3] | rd2[25] | 1.13
hold / removal | wd3[28] | mem[12][28] | 1.80
## layer usage
metal	track usage, %	vias to the layer above
li1	-	15557
met1	26.4	20055
met2	36.4	2684
met3	16.8	615
met4	11.6	14
met5	0.420	-
## kinds of logic (layout without fill, tap and decap cells)
family,Yosys count,after routing,share of synthesized area [%]
AOI/OAI and AO/OA,398,398,4.62
buffers and inverters,501,616,4.25
DFF,1024,1024,50.6
muxes,1664,1664,38.8
other,0,6,0
and+or+nand+nor,180,180,1.74
## cells in the final DEF (no fill, tap or decap), drive strengths merged, types with 2 or more instances in the layout
| master | Yosys | layout |
|---|---|---|
| a221oi | 46 | 46 |
| clkbuf | 259 | 144 |
| mux4 | 448 | 448 |
| inv | 2 | 7 |
| bufinv | 0 | 13 |
| edfxtp | 1024 | 1024 |
| o2111ai | 18 | 18 |
| o22ai | 16 | 16 |
| nand2b | 2 | 2 |
| nand3 | 4 | 4 |
| or4 | 2 | 2 |
| diode | 0 | 6 |
| mux2i | 128 | 128 |
| a311oi | 64 | 64 |
| nand3b | 9 | 9 |
| clkdlybuf4s50 | 0 | 140 |
| clkinv | 0 | 56 |
| nor3b | 4 | 4 |
| nor2b | 68 | 68 |
| a211oi | 64 | 64 |
| a22oi | 64 | 64 |
| or2 | 3 | 3 |
| mux2 | 1088 | 1088 |
| o21ai | 126 | 126 |
| and2 | 2 | 2 |
| or3b | 4 | 4 |
| buf | 240 | 255 |
| nand2 | 54 | 54 |
| nor2 | 24 | 24 |
## metrics by stage
stage	total power [mW]	utilization, %
6_report	13.7	34.6
3_5_place_dp	8.21	32.7
4_1_cts	13.8	34.6
5_1_grt	14.1	34.6
2_1_floorplan	7.50	-
3_3_place_gp	8.20	32.7
## worst max-delay path, stage by stage
cell and delay, ns:
buf_2 0.59, nor2b_4 0.65, buf_4 0.53, a22oi_1 0.17, a311oi_1 0.88, clkdlybuf4s50_1 0.63
Power is estimated from default activity; no workload was simulated.
