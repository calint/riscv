==> flow/design.v <==
`timescale 1ns / 1ps
`default_nettype none
module UartTx #(
    parameter CLK_FREQ  = 66_000_000,
    parameter BAUD_RATE = 9600
) (
    input wire rst,
    input wire clk,
    input wire [7:0] data,   
    input wire go,   
    output reg tx,   
    output reg bsy   
);
  localparam BIT_TIME = CLK_FREQ / BAUD_RATE;
  localparam STATE_IDLE = 0;
  localparam STATE_START_BIT = 1;
  localparam STATE_DATA_BITS = 2;
  localparam STATE_STOP_BIT = 3;
  localparam STATE_WAIT_GO_LOW = 4;
  reg [$clog2(5)-1:0] state;
  reg [$clog2(9)-1:0] bit_count;
  reg [(BIT_TIME == 1 ? 1 : $clog2(BIT_TIME))-1:0] bit_time_counter;
  always @(negedge clk) begin
    if (rst) begin
      state <= STATE_IDLE;
      bit_count <= 0;
      bit_time_counter <= 0;
      tx <= 1;
      bsy <= 0;
    end else begin
      case (state)
        STATE_IDLE: begin
          if (go) begin
            bsy <= 1;
            bit_time_counter <= BIT_TIME - 1;  
            tx <= 0;   
            state <= STATE_START_BIT;
          end
        end
        STATE_START_BIT: begin
          if (bit_time_counter == 0) begin
            bit_time_counter <= BIT_TIME - 1;  
            tx <= data[0];   
            bit_count <= 1;   
            state <= STATE_DATA_BITS;
          end else begin
            bit_time_counter <= bit_time_counter - 1;
          end
        end
        STATE_DATA_BITS: begin
          if (bit_time_counter == 0) begin
            tx <= data[bit_count];
            bit_time_counter <= BIT_TIME - 1;  
            bit_count <= bit_count + 1;
            if (bit_count == 8) begin
              bit_count <= 0;
              tx <= 1;   
              state <= STATE_STOP_BIT;
            end
          end else begin
            bit_time_counter <= bit_time_counter - 1;
          end
        end
        STATE_STOP_BIT: begin
          if (bit_time_counter == 0) begin
            bsy   <= 0;
            state <= STATE_WAIT_GO_LOW;
          end else begin
            bit_time_counter <= bit_time_counter - 1;
          end
        end
        STATE_WAIT_GO_LOW: begin
          if (!go) begin   
            state <= STATE_IDLE;
          end
        end
      endcase
    end
  end
endmodule
`default_nettype wire
==> flow/run.sh <==
#!/bin/bash
# OpenROAD 26Q1-2900-gdf79404cd8, Yosys 0.63+post, stock flow scripts
make -C /OpenROAD-flow-scripts/flow DESIGN_CONFIG=/design/flow/config.mk WORK_HOME=/design/flow/orfs finish
==> flow/config.mk <==
export PLATFORM = sky130hd
export DESIGN_NAME = UartTx
export DESIGN_NICKNAME = UartTx
export VERILOG_FILES = /design/flow/design.v
export SDC_FILE = /design/flow/constraint.sdc
export NUM_CORES = 4
export LEC_CHECK = 1
export CORE_UTILIZATION = 30
==> flow/constraint.sdc <==
current_design UartTx

set clk_period 3.5
set clk_io_pct 0.2

create_clock -name clk0 -period $clk_period [get_ports {clk}]

set non_clock_inputs [all_inputs -no_clocks]
set_input_delay [expr $clk_period * $clk_io_pct] -clock clk0 $non_clock_inputs
set_output_delay [expr $clk_period * $clk_io_pct] -clock clk0 [all_outputs]
==> run summary <==
Notes on the flow outputs.

- The number of buffers on the longest clock path reads 2.
- The endpoint required time on the critical path reads 1.97 ns.
- The final RePlAce weighted congestion reads 0.8452.
- The number of enable-type register cells in the synthesized netlist is 0.
- The leakage power in the latest report is 0.7366 nW.
- The most used logic cell in the final layout reads inv_1.
- The instance tally after logic synthesis reads 180.
- The flip-flop and latch area reads 483.0 µm².
- The number of iterations in the first detailed-routing pass reads 4.
- Looking at the clock tree report, the H-tree level count equals 1.
- The worst IR drop on VDD reads 0.2123 mV.
- The via count of the first global-routing pass is 1421.
- The number of antenna violations at the first check in global routing is 0.
- The category of the worst setup path capture point reads a flop.
- The number of sinks driven by the clock tree reads 24.
- The first routing iteration left 52 violations.
- The proportion of netlist area held by the largest area contributor reads 32.71%.
- The initial core utilization reads 31.10%.
- The largest driver fanout on the critical path is 2.
- The total number of vias is 1519.
- The combinational cell area excluding buffers and inverters reads 934.6 µm².
- The all-layer global routing usage is 15.79%.
- The standard-cell row count reads 25.
- The most frequently used flop master after synthesis reads dfxtp_1.
- According to the timing report, the arrival time at the worst endpoint equals 1.90 ns.
- By area the synthesized netlist is led by dfxtp_1 (33%), a21oi_1 (4.8%), or4_1 (4.1%), a31oi_1 (3.4%), ha_1 (3.4%).
- The I/O pin count reads 13.
- The final number of max-transition violations reads 0.
- In this run the remaining antenna-violating nets after routing total 0.
- Per the final timing report, the hold violations number 0.
- The count of input and output buffers is 12.
- The CTS root buffer reads clkbuf_8.
- The total non-filler cell area in the finished layout is 1861 µm².
- The reg-to-reg critical path startpoint reads bit_time_counter[0]$_SDFFE_NP0P_.
- Synthesis instantiated 46 different standard cells from the library.
- The final routed DRC violation total reads 0.
- The flow ran to the end, and the final reports show no timing, DRC or antenna violations.
- The synthesized chip area reported by yosys reads 1469 µm².
- The number of antenna cells inserted is 0.
- Of the cells placed in the final design, the portion with a size suffix greater than 1 is 11.93%.
- Entering global routing, the biggest net connects 16 pins.
- The post-detailed-route via-to-cell ratio is 5.330.
- Of all cell types, the one taking the most synthesized area is dfxtp_1.
- The count of hold-fix buffers inserted at cts reads 0.
- The die covers 5180 µm².
- The placeable core area is 4723 µm².
- The clock tree from TritonCTS reads done.
- The design draws 819.0 µW.
- On the reported timing paths, the clock transition at the registers reads 0.05 ns.
- The average wire per cell in the routed design is 13.13 µm.
- The startpoint of the worst setup timing path reads rst.
- After synthesis the netlist holds a flip-flop and latch count of 24.
- Total power normalized to cell area comes to 440.2 nW/µm².
- The class of the most critical hold timing path reads flop to flop.
- The first global-routing pass estimated 6444 µm of wire.
- The final layout report lists a filler cell count of 483.
- The yosys stat cell total is 180.
- The post-detailed-placement cell area reads 1698 µm².
- The type of origin of the critical path reads a primary input.
- Setup repair after global routing could not meet its margin everywhere.
- In this run the layout overhead on the synthesized area is reported as 26.66%.
- The aggregate negative setup slack reads 0 ns.
- The max-capacitance violation count reads 0.
- Between clock sinks in the finished design, the worst skew comes to 0.01447 ns.
- The latest clock arrival within the worst-skew pair reads 0.34 ns.
- The headroom to the max-slew limit is 55.96%.
- The post-detailed-routing wire length is 3741 µm.
- After synthesis, the share of flip-flops with an asynchronous set or reset is 0%.
- Warnings raised by the tools during the run amount to 52.
- The cell area after synthesis reads 1469 µm².
- The total of endpoints with negative setup slack in the final report is 0.
- By instance count after routing, the leading logic cell types are inv_1 (33), dfxtp_1 (22), a21oi_1 (14).
- The die outline width reads 71.98 µm.
- The total global routing overflow reads 0.
- The worst-margin pin slew is 0.6588 ns.
- Per the post-synthesis stats, the area per cell is 8.161 µm².
- The number of buffers created by CTS is 3.
- In this run the vertical extent of the chip is 71.98 µm.
- The HPWL reported at the end of detailed placement is 2565 µm.
- The yosys synthesis warning count reads 1.
- The sequential fraction of the synthesis area is 32.71%.
- The critical path class is primary input to flop.
- The startpoint of the lowest-slack hold path is state[1]$_DFF_N_.
[state kept, by name, summed over array words and instances, names as in the netlist]
name and count:
bit_time_counter 13, bsy 1, state 5, tx 1, bit_count 4
[Yosys cell counts, types with 2 or more instances]
cell type,n
a211oi_1,2
a32oi_1,2
mux2i_1,4
a211o_1,2
and3_1,3
o31ai_1,6
o41ai_1,4
a21oi_1,14
nand4_1,2
buf_4,2
a31oi_1,8
clkbuf_1,8
or2_2,2
a22oi_1,2
inv_1,10
nor2_1,13
ha_1,4
nand4b_1,2
nand3_1,5
dfxtp_1,24
and4_1,3
o21ai_0,10
nand2_1,5
or3_1,5
nor3_1,7
nor2b_1,4
or4_1,8
[area by class of cell]
class                           instances  area share, %
Clock inverter                         24          4.842
Multi-Input combinational cell        135          50.24
Sequential cell                        24          25.96
Clock buffer                            3          2.219
Tap cell                               67          4.506
Timing Repair Buffer                   23          10.42
Inverter                                9          1.816
[power breakdown]
| part | leakage, nW | internal (mW) | total [mW] | switching (mW) |
|---|---|---|---|---|
| sequential | 0.197 | 0.303 | 0.336 | 0.0333 |
| combinational | 0.390 | 0.0941 | 0.209 | 0.115 |
| clock | 0.149 | 0.113 | 0.274 | 0.161 |
[stage by stage]
stage	setup slack (ns)	utilization (%)	hold WS [ns]	cells
floorplan	0.005668	-	0.4493	180
global placement	-0.6389	35.95	0.4947	258
detailed placement	-0.6590	35.95	0.4914	258
CTS	0.03315	39.13	0.5034	285
global route	-0.0007818	39.39	0.5193	285
finish	0.06974	39.39	0.5053	285
[critical path, cell delays in order]
cell             delay (ns)
clkdlybuf4s50_1        0.44
a2111o_1               0.35
a2111oi_4              0.32
nor3_1                 0.09
[logic make-up after synthesis]
logic type | count (synthesis) | share of synthesized area, %
and+or+nand+nor | 66 | 27.17
muxes | 4 | 2.726
adders and majority gates | 4 | 3.407
AOI/OAI and AO/OA | 61 | 28.02
DFF | 24 | 32.71
buffers and inverters | 21 | 5.962
[worst paths after layout]
check | end | slack [ns] | cells after the start
worst min-delay path | state[0]$_DFF_N_ | 0.51 | 2
worst max-delay path | tx$_SDFFE_NP1P_ | 0.07 | 4
worst max register to register | bit_time_counter[9]$_SDFFE_NP0P_ | 1.28 | 7
worst min register to register | state[0]$_DFF_N_ | 0.51 | 2
[routing by layer]
layer  track usage [%]  vias to the layer above  wire length, µm
met5                 0                        -                0
met4             4.357                        0               32
met3             3.803                        4              192
met2             22.54                       31             1674
met1             24.28                      701             1841
li1                  -                      783                -
[timing repair]
action / in CTS / in global routing
pin swaps: 2 / 0
cloned: 0 / 0
endpoints found under the hold margin: 0 / 0
resized: 11 / 3
buffers inserted: 1 / 0
endpoints found under the setup margin: 15 / 5
Power and IR drop assume default switching activity.
