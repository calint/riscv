$ cat ./config.mk
export PLATFORM = sky130hd
export DESIGN_NAME = UartRx
export DESIGN_NICKNAME = UartRx
export VERILOG_FILES = /design/flow/design.v
export SDC_FILE = /design/flow/constraint.sdc
export NUM_CORES = 4
export LEC_CHECK = 1
export CORE_UTILIZATION = 30
$ cat ./constraint.sdc
current_design UartRx

set clk_period 5.3
set clk_io_pct 0.2

create_clock -name clk0 -period $clk_period [get_ports {clk}]

set non_clock_inputs [all_inputs -no_clocks]
set_input_delay [expr $clk_period * $clk_io_pct] -clock clk0 $non_clock_inputs
set_output_delay [expr $clk_period * $clk_io_pct] -clock clk0 [all_outputs]
$ cat ./design.v
`timescale 1ns / 1ps
`default_nettype none
module UartRx #(
    parameter CLK_FREQ  = 66_000_000,
    parameter BAUD_RATE = 9600
) (
    input wire rst,
    input wire clk,
    input wire rx,
    input wire go,
    output reg [7:0] data,
    output reg dr   
);
  localparam BIT_TIME = CLK_FREQ / BAUD_RATE;
  localparam STATE_IDLE = 0;
  localparam STATE_START_BIT = 1;
  localparam STATE_DATA_BITS = 2;
  localparam STATE_STOP_BIT = 3;
  localparam STATE_WAIT_GO_LOW = 4;
  reg [$clog2(5)-1:0] state;
  reg [$clog2(9)-1:0] bit_count;
  reg [(BIT_TIME == 1 ? 1 : $clog2(BIT_TIME))-1:0] bit_counter;
  always @(posedge clk) begin
    if (rst) begin
      state <= STATE_IDLE;
      data <= 0;
      bit_count <= 0;
      bit_counter <= 0;
      dr <= 0;
    end else begin
      case (state)
        STATE_IDLE: begin
          if (!rx && go) begin   
            bit_count <= 0;
            if (BIT_TIME == 1) begin
              bit_counter <= BIT_TIME - 1;  
              state <= STATE_DATA_BITS;
            end else begin
              bit_counter <= BIT_TIME / 2 - 1;  
              state <= STATE_START_BIT;
            end
          end
        end
        STATE_START_BIT: begin
          if (bit_counter == 0) begin   
            bit_counter <= BIT_TIME - 1;  
            state <= STATE_DATA_BITS;
          end else begin
            bit_counter <= bit_counter - 1;
          end
        end
        STATE_DATA_BITS: begin
          if (bit_counter == 0) begin
            data[bit_count] <= rx;
            bit_counter <= BIT_TIME - 1;  
            bit_count <= bit_count + 1;
            if (bit_count == 7) begin   
              bit_count <= 0;
              state <= STATE_STOP_BIT;
            end
          end else begin
            bit_counter <= bit_counter - 1;
          end
        end
        STATE_STOP_BIT: begin
          if (bit_counter == 0) begin   
            dr <= 1;
            state <= STATE_WAIT_GO_LOW;
          end else begin
            bit_counter <= bit_counter - 1;
          end
        end
        STATE_WAIT_GO_LOW: begin
          if (!go) begin
            data <= 0;
            dr <= 0;
            state <= STATE_IDLE;
          end
        end
      endcase
    end
  end
endmodule
`default_nettype wire
$ cat ./run.sh
#!/bin/bash
# OpenROAD 26Q1-2900-gdf79404cd8, Yosys 0.63+post, stock flow scripts
make -C /OpenROAD-flow-scripts/flow DESIGN_CONFIG=/design/flow/config.mk WORK_HOME=/design/flow/orfs finish
==> out/qor.log <==
qor: outcome.status finished, final reports clean
qor: final_timing.tns 0 ps
qor: global_route.grt_start_max_net_pins 35
qor: global_route.grt_pass1_wl 7330 um
qor: clock_network.numCtsBuffers 5
qor: clock_network.cts.sink_count 31
qor: global_route.first_global_vias 1525
qor: clock_network.postCtsResizedCells 0
qor: cells_and_area.fillers 685
qor: synthesis.dominantRegCellSynth sky130_fd_sc_hd__dfxtp_1
qor: detailed_routing.avgRoutedWirePerCell 12.8 um
qor: power.internal_power 0.000423 W
qor: final_timing.fmax 360 MHz
qor: worst_setup_path.cp-start-kind input port
qor: clock_network.clk_latency 280 ps
qor: final_timing.rsz0062_at_grt false
qor: final_timing.slew-limit-headroom 38.1%
qor: power.p_comb_share 25.5%
qor: floorplanning.initial_core_util 30.9%
qor: global_route.grtUsageMet3 2.23%
qor: worst_setup_path.worst-endpoint-required 5490 ps
qor: global_route.globalRoute.totalOverflow 0
qor: synthesis.synthesized_netlist_cell_count 243
qor: floorplanning.floorplan.core_area 6310 um2
qor: final_timing.setup_viol 0
qor: synthesis.yosys_warnings 1
qor: floorplanning.die_boundary_height 82.6 um
qor: detailed_routing.via_count 1767
qor: final_timing.finClkSkew 8.66 ps
qor: hold_path.hold_path_depth 2
qor: detailed_routing.diodes 0
qor: power.power_switching_share 32.9%
qor: final_timing.hold_viol 0
qor: final_timing.timing_max_transition_violations_final 0
qor: synthesis.ys_area 1950 um2
qor: placement.place_congestion 0.840
qor: detailed_routing.detail_route.vias_per_cell 5.35
qor: final_timing.post-route-period-util 52.4%
qor: worst_setup_path.ff2ff_path_depth 5
qor: clock_network.cts_hold_buf 0
qor: detailed_routing.drt_pass1_iterations 4
qor: floorplanning.die_width 82.6 um
qor: synthesis.post_synth.cell_area_avg 8.02 um2
qor: synthesis.postSynth.asyncResetShare 0%
qor: synthesis.synth-edff-count 0
qor: final_timing.worst_pin_slew 921 ps
qor: power.share_clk_of_total_power 32.7%
qor: power.power.switching 0.000207 W
qor: synthesis.yosys_register_bits 31
qor: clock_network.clock-root-buffer sky130_fd_sc_hd__clkbuf_8
qor: cells_and_area.flow.area_growth_from_synthesis 13.4%
qor: worst_setup_path.critPathArrivalTime 2960 ps
qor: worst_setup_path.path_class input port to flip-flop
qor: placement.placedInstanceArea 2110 um2
qor: power.power_density 285 nW/um2
qor: final_timing.final.min_clock_period 2780 ps
qor: clock_network.post-cts-setup-buffer-count 0
qor: floorplanning.row_count 29
qor: worst_setup_path.worstPathMaxFanout 10
qor: synthesis.yosys.cell_types.count 56
qor: clock_network.cts_tree built
qor: global_route.top_usage_layer met1
qor: global_route.groute.usage.overall 13.8%
qor: cells_and_area.share_of_final_layout_standard_cells_stronger_than_drive_strength_1 8.70%
qor: floorplanning.boundary_pin_count 13
qor: run.cap_viol_max_count 0
qor: hold_path.hold_class flip-flop to flip-flop
qor: placement.place_hpwl 3020 um
qor: placement.buffer_ports.inserted 12
qor: detailed_routing.drt_first_iter_violations 120
qor: synthesis.ys_cells 243
qor: worst_setup_path.worstSetupEndpointType flip-flop
qor: run.stage_log_warnings 30
qor: clock_network.h-tree-depth 2
qor: cells_and_area.finish.instance_area 2210 um2
qor: synthesis.seq_area_frac_synth 31.8%
qor: power.power.share.sequential 41.8%
qor: detailed_routing.route.detailed.drc 0
qor: power.leakage 0.739 nW
qor: clock_network.clock_tree.buffer_depth 2
qor: global_route.antenna_violations_before_repair 0
qor: power.worst_ir_drop_vdd 0.111 mV
qor: synthesis.post_synth_instance_area 1950 um2
qor: clock_network.cts.reportedPaths.clkPinSlew 60 ps
qor: global_route.grt_util_met2 19.3%
qor: detailed_routing.antenna_violating_nets_post_route 0
qor: detailed_routing.routed_wl 4230 um
qor: floorplanning.dieArea 6820 um2
qor: global_route.grt_util_met1 22.9%
cell families after synthesis:
logic type | after synthesis | share of synthesized area [%]
AOI/OAI and AO/OA | 73 | 24.5
xor gates and xnor gates | 1 | 0.449
adders and majority gates | 7 | 4.49
buffers and inverters | 23 | 5.71
DFF | 31 | 31.8
muxes | 4 | 2.12
and+or+nand+nor | 104 | 30.9
layout by cell type, fill, tap and decap left out, drive strengths merged, types with 2 or more instances in the layout:
cell           Yosys  routed
a211oi             3       3
or4                6       6
nand2b            11      11
a211o              2       2
a31oi              3       3
nor2              15      15
nor4               4       4
nand3              9       9
buf                6       2
nor2b              5       5
ha                 7       7
dfxtp             31      31
nand4              2       2
clkdlybuf4s50      0      12
or2                2       2
a21oi             21      21
nand2             19      19
nor3b              4       4
o211ai             7       7
o21ai             21      21
nand3b             3       3
clkbuf             6       8
o32ai              3       3
mux2i              3       3
or3                3       3
nor3              15      15
and3               2       2
inv               11      11
state kept, by name, summed over array words and instances (netlist names):
name and count:
bit_count 4, bit_counter 13, data 8, dr 1, state 5
cells in the mapped netlist (2+ instances only):
cell	instances	area share (%)
sky130_fd_sc_hd__o32ai_1	3	1.3
sky130_fd_sc_hd__dfxtp_1	31	32
sky130_fd_sc_hd__ha_1	7	4.5
sky130_fd_sc_hd__and3_1	2	0.64
sky130_fd_sc_hd__a211o_1	2	0.90
sky130_fd_sc_hd__nand2b_1	11	3.5
sky130_fd_sc_hd__a211oi_1	2	0.77
sky130_fd_sc_hd__mux2i_1	3	1.5
sky130_fd_sc_hd__nand3_1	9	2.3
sky130_fd_sc_hd__nor2_1	14	2.7
sky130_fd_sc_hd__inv_1	11	2.1
sky130_fd_sc_hd__or2_2	2	0.64
sky130_fd_sc_hd__nor3b_1	4	1.5
sky130_fd_sc_hd__clkbuf_1	6	1.2
sky130_fd_sc_hd__o211ai_1	7	2.7
sky130_fd_sc_hd__nor4_1	3	0.96
sky130_fd_sc_hd__nor2b_1	5	1.6
sky130_fd_sc_hd__a31oi_1	3	0.96
sky130_fd_sc_hd__o21ai_0	13	3.3
sky130_fd_sc_hd__o21ai_1	7	1.8
sky130_fd_sc_hd__nor3_1	13	3.3
sky130_fd_sc_hd__nand2_1	19	3.7
sky130_fd_sc_hd__nand4_1	2	0.64
sky130_fd_sc_hd__buf_6	3	1.7
sky130_fd_sc_hd__buf_2	2	0.51
sky130_fd_sc_hd__a21oi_1	21	5.4
sky130_fd_sc_hd__nand3b_1	3	1.2
sky130_fd_sc_hd__or4_1	6	2.3
sky130_fd_sc_hd__or3_1	2	0.64
critical path, stage by stage:
cell and delay [ps]:
sky130_fd_sc_hd__clkdlybuf4s50_1 520, sky130_fd_sc_hd__nor2b_1 240, sky130_fd_sc_hd__nor2b_1 150, sky130_fd_sc_hd__a211oi_2 590, sky130_fd_sc_hd__o22ai_1 140, sky130_fd_sc_hd__a311oi_1 250
power groups by stage:
stage / clock (W) / sequential, W / combinational [W]
5_1_grt: 0.000228 / 0.000266 / 0.000180
6_report: 0.000206 / 0.000264 / 0.000161
4_1_cts: 0.000215 / 0.000263 / 0.000160
layout make-up:
cell class                 instances  area [um2]  share of cell area [%]
timing repair buffer              14         135                    6.11
multi-input combinational        189        1220                    55.1
clock buffer                       8         100                    4.53
inverter                          11        41.3                    1.87
tap                               77        96.3                    4.36
sequential                        31         621                    28.1
metal layers:
layer	share of wire [%]	vias up
li1	-	920
met1	55	812
met4	0.69	0
met2	41	33
met5	0	-
met3	3.4	2
stage by stage:
| step | total power, W | setup WS, ps | util (%) | hold slack (ps) | instances |
|---|---|---|---|---|---|
| finish | 0.000631 | 2520 | 35.0 | 476 | 330 |
| CTS | 0.000639 | 2540 | 35.0 | 474 | 330 |
| floorplan | 0.000408 | 3100 | - | 432 | 243 |
| global route | 0.000674 | 2310 | 35.0 | 510 | 330 |
| detailed placement | 0.000427 | 2240 | 33.4 | 466 | 322 |
| global placement | 0.000427 | 2330 | 33.4 | 459 | 322 |
final timing paths:
path | from | endpoint | slack [ps]
worst max register to register | bit_counter[7] | bit_counter[2] | 2950
worst min-delay path | bit_counter[10] | bit_counter[10] | 480
worst min register to register | bit_counter[10] | bit_counter[10] | 480
worst max-delay path | go | bit_counter[11] | 2520
Power figures rest on the tool's default switching activity, not on a simulated workload.
